**./design.v**
```verilog
module div (
    input wire [31:0] value_A,
    input wire [31:0] value_B,
    input wire clk,
    input wire divInit,
    input wire divStop,
    input wire reset,
    output wire divZero,
    output wire [31:0] hi,
    output wire [31:0] lo
);
    reg divRun,fim,stop,erroDivZero;
    reg [31:0] resto,divisor;
    reg [31:0] dividendo,quociente;
    reg [5:0] digitoAtual;
    reg [5:0] c;
    assign hi = resto;
	assign lo = quociente;
    assign divStop = stop;
    assign divZero = erroDivZero;
    always @ (posedge clk) begin
        if(divZero)begin
		    erroDivZero = 0;
	    end
        else if(divStop)begin
			stop = 0;
		end
		else if (reset)begin
			resto=32'b0;
			divisor=32'b0;
			dividendo=32'b0;
			quociente=32'b0;
			digitoAtual=5'b0;
			c=5'b0;
			fim = 0;
			divRun = 0;
            stop = 0;
		end
        else if(divInit)begin
            if(divRun)begin
                if(digitoAtual!=6'b111111)begin 
                    resto = {resto[30:0],dividendo[digitoAtual]};
                    if(resto>=divisor)begin
                        resto = resto - divisor;
                        quociente = {quociente[30:0],1'b1};  
                    end
                    else begin
                        quociente = {quociente[30:0],1'b0};
                    end
                    digitoAtual <= digitoAtual-1'b1;
                    c <= c+1'b1;
                end
                else begin
                    divRun=0;
                    fim=1;
                    stop = 1;
                end
            end
            else begin
                if(fim==0)begin
                    if(value_B==32'b0 )begin
			            erroDivZero = 1;
		            end
		            else begin
                        dividendo = value_A;
                        divisor  = value_B;
                        digitoAtual = 5'b11111; 
                        divRun = 1;
                    end
                end
                else begin
                    fim = 0;
                end
            end
        end
    end
endmodule
```
**./run.sh**
```bash
#!/bin/bash
# OpenROAD 26Q1-2900-gdf79404cd8, Yosys 0.63+post, stock flow scripts
make -C /OpenROAD-flow-scripts/flow DESIGN_CONFIG=/design/flow/config.mk WORK_HOME=/design/flow/orfs finish
```
**./config.mk**
```make
export PLATFORM = sky130hd
export DESIGN_NAME = div
export DESIGN_NICKNAME = div
export VERILOG_FILES = /design/flow/design.v
export SDC_FILE = /design/flow/constraint.sdc
export NUM_CORES = 4
export LEC_CHECK = 1
export CORE_UTILIZATION = 50
```
**./constraint.sdc**
```tcl
current_design div

set clk_period 11.3
set clk_io_pct 0.2

create_clock -name clk0 -period $clk_period [get_ports {clk}]

set non_clock_inputs [all_inputs -no_clocks]
set_input_delay [expr $clk_period * $clk_io_pct] -clock clk0 $non_clock_inputs
set_output_delay [expr $clk_period * $clk_io_pct] -clock clk0 [all_outputs]
```
==> impl_metrics.py <==
# Generated from Yosys and OpenROAD reports
metrics = {
    "outcome": {
        "status": "did not finish",
        "last-stage-reached": "1_2_yosys",
        "stop_error": "ERROR: Found 1 problems in 'check -assert'.",
    },
    "yosys": {
        "yosysTopAreaCell": "edfxtp_1",
        "edf_count": 137,
        "mux_share_pct": 4.61,
        "aoi_share_pct": 12.0,
        "synth_top_area_share_pct": 53.2,
        "ys_seq_share_pct": 53.4,
        "yosys_area_um2": 7730,
        "ys_sh_simple_pct": 16.3,
        "ys_types": 55,
        "topCellsByArea": "edfxtp_1, nor2b_1, ha_1",
        "top_cells_by_count": "edfxtp_1, nor2b_1, nor2_1",
        "synthTopLogicFamily": "simple AND/OR/NAND/NOR gates",
        "ys_seq_elements": 138,
        "yosys.area_share.adder_pct": 5.76,
        "ys_cells": 686,
        "async_reset_ff_share_pct": 0,
        "ys_sh_xor_pct": 3.51,
        "yosys_most_used_dff": "edfxtp_1",
        "yosys_warnings": 1,
        "synth_top_cell_by_count": "edfxtp_1",
    },
}
==> cells by family after synthesis <==
family,after synthesis
multiplexers,30
buffers and inverters,81
flip-flops,138
AND/OR/NAND/NOR,235
AND-OR/OR-AND,136
adder cells (fa/ha/maj),35
XOR/XNOR,31
