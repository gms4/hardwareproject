### flow/config.mk
export PLATFORM = sky130hd
export DESIGN_NAME = mult
export DESIGN_NICKNAME = mult
export VERILOG_FILES = /design/flow/design.v
export SDC_FILE = /design/flow/constraint.sdc
export NUM_CORES = 4
export LEC_CHECK = 1
export CORE_UTILIZATION = 40
### flow/constraint.sdc
current_design mult

set clk_period 8.8
set clk_io_pct 0.2

create_clock -name clk0 -period $clk_period [get_ports {clk}]

set non_clock_inputs [all_inputs -no_clocks]
set_input_delay [expr $clk_period * $clk_io_pct] -clock clk0 $non_clock_inputs
set_output_delay [expr $clk_period * $clk_io_pct] -clock clk0 [all_outputs]
### flow/design.v
module mult(
    input wire [31:0] entradaA,
    input wire [31:0] entradaB,
    input wire clk,
    input wire reset,
    input wire multInit,
    output wire multStop,
    output reg [31:0] hi,
    output reg [31:0] lo
);
    reg [64:0] AeQeQ_1,m,complemento_2;
	reg [5:0] c;
	reg [31:0]complemento_2_65_bits;
	reg stop,runMult,fim;
    assign multStop = stop;
    always @(posedge clk) begin
		if(reset) begin
			AeQeQ_1 = 65'b0;
			m = 65'b0;
			complemento_2 = 65'b0;
			c = 6'b0;
			complemento_2_65_bits = 32'b0;
			runMult = 1'b0;
			fim = 1'b0;
			stop=0;
		end
    else begin
			if (multInit) begin
				if(runMult)begin
					if (c<6'b100000)begin
						if(AeQeQ_1[1]!=AeQeQ_1[0])begin
							if(AeQeQ_1[0]==0)begin  
								AeQeQ_1=AeQeQ_1+ complemento_2;
							end
							else begin
								AeQeQ_1=AeQeQ_1+ m;
							end
						end
						AeQeQ_1=AeQeQ_1>>>1;
						if(AeQeQ_1[63]==1)begin
							AeQeQ_1[64]=1'b1;
						end
						c<=c+1;
					end
                    else begin
						hi = AeQeQ_1[64:33];
						lo = AeQeQ_1[32:1];
						runMult = 0;
						fim = 1;
						stop = 1;
					end
				end
				else begin
					if(fim==0)begin
						AeQeQ_1=AeQeQ_1+ m;
						AeQeQ_1<={32'b0,entradaB,1'b0};
						m = {entradaA[31:0], 33'b0};
						complemento_2_65_bits = ~entradaA + 32'b00000000000000000000000000000001;																			
						complemento_2 = {complemento_2_65_bits, 33'b0};
						c <= 6'b0;
						runMult=1'b1;
					end
					else begin
						fim=0;
					end
				end
			end
		end
	end
endmodule
### flow/run.sh
#!/bin/bash
# OpenROAD 26Q1-2900-gdf79404cd8, Yosys 0.63+post, stock flow scripts
make -C /OpenROAD-flow-scripts/flow DESIGN_CONFIG=/design/flow/config.mk WORK_HOME=/design/flow/orfs finish
==> impl_metrics.ini <==
; synthesis and place-and-route metrics
[setup_path]
cp_max_fo = 68
critPathTopFamily = buffers and inverters
criticalPathCategory = in2reg
cp_slowest_cell = buf_4
crit_arrival_ns = 4.17
worstPathCellList = clkdlybuf4s50_1, nor2b_1, nor2b_4, buf_4, nor2_2, buf_4, nand2_1, nand2_1, a21oi_1, a211oi_1, o21a_1
cp.required_ns = 9.12
critPathLaunchType = input pin
cp.buffers_inverters = 3
max_stage_delay_ns = 0.55
end_kind = flip-flop

[clocking]
htreeDepth = 4
cts_tree = yes
cts.sinks = 199
cts.path.max_buffers = 2
cts-root-buf = clkbuf_16
cts.clk_slew.worst_paths_ns = 0.07
cts_buffers = 17
holdBufCountCts = 0
cts_resized = 0
clk-insertion-delay-late_ns = 0.43
post_cts_buffers = 0

[drt]
ant_nets = 0
wl_met1_um = 11600
met3_length_um = 1500
wl_per_cell_um = 15.6
antennaDiodeCount = 0
vias = 7591
drt-initial-drc-count = 425
drt-total-wl_um = 22500
met2WireLength_um = 9340
drcViolationCount = 0
routed.top_layer = met4
vias_per_cell = 5.26
drt_pass1_iterations = 5

[synthesis]
ys.flops = 199
most_common_cell = nand2_1
topCellsByArea = dfxtp_1 (28%), edfxtp_1 (20%), nand2_1 (6.6%), a21oi_1 (5.4%), ha_1 (4.3%)
ys.warnings.count = 1
synth_cells = 1010
async_reset_ff_share_pct = 0
top_area_cell = dfxtp_1
yosysUniqueCellTypes = 66
avgSynthCellArea_um2 = 9.57
yosysSeqAreaShare_pct = 47.7
synth_top_area_share_pct = 28.2
ys_cells = 1010
edf_count = 63
yosys-top-cells-count = nand2_1 (171), dfxtp_1 (136), a21oi_1 (104), edfxtp_1 (63), nor2_1 (63)
syn_area_mm2 = 0.00967
yosysChipArea_mm2 = 0.00967
flop_cell = dfxtp_1

[placement]
placedCellCount = 1413
place_hpwl_um = 15600
place_area_mm2 = 0.0113
place.gp.congestion = 0.916
numPortBuffers = 131

[layout]
flop_area_mm2 = 0.00462
fin_util_pct = 50.2
combGateArea_mm2 = 0.00481
final_layout_size_suffix_gt1_share_pct = 9.33
syn2layout_area_growth_pct = 22.5
fin_cells = 1444
fill_cells = 2180
fin_area_mm2 = 0.0118

[global_route]
track_usage_pct = 19.1
grt_max_degree = 69
grt_pass1_wl_um = 36100
grt_overflow = 0
grt_pass1_vias = 6781
antenna_found_initial = 0

[final_timing]
fin_crit_ns = 3.86
max-slew-margin-rel_pct = 51.3
clock_skew_ns = 0.0136
timing.hold.ws_ns = 0.449
fin_setup_tns_ns = 0
maxSlewViolCount = 0
setup_viol = 0
fmax_mhz = 259
rsz0062_at_grt = no
hold_violations = 0
finalCritPeriodShare_pct = 43.8
tightestPinTransition_ns = 0.729

[floorplan]
coreArea_mm2 = 0.0236
rows = 56
dieArea_mm2 = 0.0248
pin_count = 132
die_w_um = 157
initCoreUtil_pct = 40.9
die_height_um = 157

[hold_path]
hp-class = reg2reg

[power_and_ir_drop]
leakage_uw = 0.00437
pwr-share-seq_pct = 50.5
p_sw_share_pct = 25.7
p_per_area_mw_per_mm2 = 168
ir_drop_mv = 0.115
clkPwrFrac_pct = 37.8
p_sw_uw = 510
internal_power_uw = 1480
p_comb_share_pct = 11.7

[run]
drv_cap = 0
warnings = 25

[run_status]
outcome = completed
==> cell families (layout without fill, tap and decap cells) <==
| family | count (synthesis) | in the layout | synth area share [%] |
|---|---|---|---|
| and+or+nand+nor | 323 | 323 | 14.9 |
| AOI/OAI and AO/OA | 265 | 265 | 18.2 |
| DFF | 199 | 199 | 47.7 |
| buffers and inverters | 71 | 186 | 2.81 |
| muxes | 64 | 64 | 7.00 |
| xor gates and xnor gates | 54 | 54 | 4.89 |
| adders and majority gates | 34 | 34 | 4.48 |
==> worst min-delay path, stage by stage (launching register included) <==
cell and delay [ns]:
dfxtp_1 0.31, nand2_1 0.05, a21oi_1 0.05
==> flip-flops by register name (all words and copies together) (netlist names) <==
signal	cells
AeQeQ_1	64
c	6
complemento_2	31
fim	1
hi	31
lo	32
m	32
runMult	1
stop	1
==> final timing paths <==
check	endpoint	depth (start not counted)	slack, ns	from
max	AeQeQ_1[59]	11	4.94	multInit
min	complemento_2[47]	2	0.45	complemento_2[47]
max reg2reg	AeQeQ_1[55]	11	4.96	AeQeQ_1[0]
min reg2reg	complemento_2[47]	2	0.45	complemento_2[47]
==> metrics by stage <==
stage,power (uW),worst slack [ns]
floorplan,1170,1.60
global placement,1250,4.57
detailed placement,1260,4.50
CTS,2010,4.93
global route,2070,4.69
finish,1990,4.94
==> per-layer routing <==
metal | up-vias | track usage, %
met4 | 0 | 1.29
li1 | 3868 | -
met5 | - | 0
met1 | 3491 | 32.3
met2 | 227 | 26.9
met3 | 5 | 3.84
==> final cells by class <==
type / instances / area share, %
Clock buffer: 17 / 3.59
Clock inverter: 14 / 1.21
Inverter: 10 / 0.317
Multi-Input combinational cell: 740 / 40.6
Sequential cell: 199 / 39.0
Tap cell: 319 / 3.37
Timing Repair Buffer: 145 / 11.9
==> placed cells by master, fill, tap and decap left out, types with 5 or more instances in the layout <==
cell / count
a211oi_1: 34
a21o_1: 11
nor3_1: 22
inv_6: 5
and3_1: 8
a22oi_1: 27
nor4_1: 6
xor2_1: 22
inv_1: 10
o22ai_1: 19
a21oi_1: 104
buf_4: 15
nand2_1: 171
nor2b_1: 5
xnor2_1: 32
nor2_1: 62
edfxtp_1: 63
dfxtp_1: 135
nand3_1: 17
o21ai_1: 5
clkdlybuf4s50_1: 130
ha_1: 33
nand2b_1: 5
clkbuf_16: 17
mux2_2: 29
o21ai_0: 26
mux2i_1: 35
==> power groups by stage <==
stage / registers, uW / clock network [uW] / logic (uW)
4_1_cts: 1000 / 772 / 233
5_1_grt: 1010 / 808 / 257
6_report: 1000 / 750 / 232
No activity file was given, so power comes from the tool's default toggle rates.
